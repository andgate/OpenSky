File: flow/run.sh
#!/bin/bash
# OpenROAD 26Q1-2900-gdf79404cd8, Yosys 0.63+post, stock flow scripts
make -C /OpenROAD-flow-scripts/flow DESIGN_CONFIG=/design/flow/config.mk WORK_HOME=/design/flow/orfs finish
File: flow/constraint.sdc
current_design sky

set clk_period 134.1
set clk_io_pct 0.2

create_clock -name clk0 -period $clk_period [get_ports {mclk}]

set non_clock_inputs [all_inputs -no_clocks]
set_input_delay [expr $clk_period * $clk_io_pct] -clock clk0 $non_clock_inputs
set_output_delay [expr $clk_period * $clk_io_pct] -clock clk0 [all_outputs]
File: flow/config.mk
export PLATFORM = sky130hd
export DESIGN_NAME = sky
export DESIGN_NICKNAME = sky
export VERILOG_FILES = /design/flow/design.v
export SDC_FILE = /design/flow/constraint.sdc
export NUM_CORES = 4
export LEC_CHECK = 1
export CORE_UTILIZATION = 30
File: flow/design.v
module clock(clksrc, clk, clklk);
	input clksrc;
	output reg clk;
	output clklk;
	localparam threshold = 50000;  
 	reg [31:0] count;
	assign clklk = 1;
	always @ (posedge(clksrc)) begin
		if (count == threshold - 1) begin
			count <= 32'b0;
			clk <= ~clk;
		end else begin
			count <= count + 1;
			clk <= clk;
		end
	end
endmodule
module Machine_addressSelector(prevAddr
                              ,btn
                              ,result);
  input [7:0] prevAddr;
  input [3:0] btn;
  output [7:0] result;
  wire [7:0] case_alt;
  wire [7:0] case_alt_0;
  wire [0:0] case_scrut;
  wire [7:0] case_alt_1;
  wire [7:0] case_alt_2;
  wire [0:0] case_scrut_0;
  wire [0:0] app_arg;
  wire [0:0] app_arg_0;
  reg [7:0] result_reg;
  always @(*) begin
    if(case_scrut)
      result_reg = case_alt;
    else
      result_reg = case_alt_0;
  end
  assign result = result_reg;
  reg [7:0] case_alt_reg;
  always @(*) begin
    if(case_scrut_0)
      case_alt_reg = prevAddr;
    else
      case_alt_reg = case_alt_1;
  end
  assign case_alt = case_alt_reg;
  reg [7:0] case_alt_0_reg;
  always @(*) begin
    if(case_scrut_0)
      case_alt_0_reg = case_alt_2;
    else
      case_alt_0_reg = prevAddr;
  end
  assign case_alt_0 = case_alt_0_reg;
  assign case_scrut = app_arg_0 == (1'b1);
  assign case_alt_1 = prevAddr - 8'b00000001;
  assign case_alt_2 = prevAddr + 8'b00000001;
  assign case_scrut_0 = app_arg == (1'b1);
  wire [3:0] bv;
  assign bv = btn;
  assign app_arg = bv[(64'sd2)];
  wire [3:0] bv_0;
  assign bv_0 = btn;
  assign app_arg_0 = bv_0[(64'sd3)];
endmodule
module Machine_anode(ds,result);
  input [1:0] ds;
  output [3:0] result;
  reg [3:0] result_reg;
  always @(*) begin
    case(ds)
      2'b00 : result_reg = 4'b0111;
      2'b01 : result_reg = 4'b1011;
      2'b10 : result_reg = 4'b1101;
      2'b11 : result_reg = 4'b1110;
      default : result_reg = {4 {1'bx}};
    endcase
  end
  assign result = result_reg;
endmodule
module Machine_cpu(s,i,result);
  input [7:0] s;
  input [11:0] i;
  output [32:0] result;
  wire [7:0] app_arg;
  wire [0:0] app_arg_0;
  wire [15:0] app_arg_1;
  wire [0:0] case_scrut;
  wire [16:0] case_alt;
  wire [16:0] app_arg_2;
  wire [24:0] app_arg_3;
  wire [7:0] currAddr_case_alt;
  wire [7:0] ds1;
  wire [7:0] currAddr;
  wire [32:0] result_0;
  wire [7:0] sw;
  wire [3:0] btn;
  assign app_arg = currAddr;
  wire [3:0] bv;
  assign bv = btn;
  assign app_arg_0 = bv[(64'sd0)];
  assign app_arg_1 = {currAddr
                     ,sw};
  assign case_scrut = app_arg_0 == (1'b1);
  assign case_alt = {1'b1,app_arg_1};
  reg [16:0] app_arg_2_reg;
  always @(*) begin
    if(case_scrut)
      app_arg_2_reg = case_alt;
    else
      app_arg_2_reg = {1'b0,16'b0000000000000000};
  end
  assign app_arg_2 = app_arg_2_reg;
  assign app_arg_3 = {currAddr
                     ,app_arg_2};
  Machine_addressSelector Machine_addressSelector_currAddr_case_alt
  (.result (currAddr_case_alt)
  ,.prevAddr (ds1)
  ,.btn (btn));
  assign ds1 = s;
  assign currAddr = currAddr_case_alt;
  assign result_0 = {app_arg
                    ,app_arg_3};
  assign sw = i[11:4];
  assign btn = i[3:0];
  assign result = result_0;
endmodule
module Machine_mealy(w2
                    , 
                    system1000
                    , 
                    system1000_rstn
                    ,result);
  input [15:0] w2;
  input system1000;
  input system1000_rstn;
  output [11:0] result;
  wire [11:0] y;
  wire [13:0] result_0;
  wire [1:0] x;
  wire [1:0] x_app_arg;
  wire [1:0] x_0;
  assign result = y;
  assign y = result_0[11:0];
  Machine_multiplex Machine_multiplex_result_0
  (.result (result_0)
  ,.an (x)
  ,.v (w2));
  reg [1:0] dout;
  always @(posedge system1000 or negedge system1000_rstn) begin : Machine_mealy_register
    if (~ system1000_rstn) begin
      dout <= 2'b00;
    end else begin
      dout <= x_app_arg;
    end
  end
  assign x = dout;
  assign x_app_arg = x_0;
  assign x_0 = result_0[13:12];
endmodule
module Machine_mealy_0(w2
                      , 
                      system1000
                      , 
                      system1000_rstn
                      ,result);
  input [11:0] w2;
  input system1000;
  input system1000_rstn;
  output [24:0] result;
  wire [24:0] y;
  wire [32:0] result_0;
  wire [7:0] x;
  wire [7:0] x_app_arg;
  wire [7:0] x_0;
  assign result = y;
  assign y = result_0[24:0];
  Machine_cpu Machine_cpu_result_0
  (.result (result_0)
  ,.s (x)
  ,.i (w2));
  reg [7:0] dout;
  always @(posedge system1000 or negedge system1000_rstn) begin : Machine_mealy_0_register
    if (~ system1000_rstn) begin
      dout <= 8'b00000000;
    end else begin
      dout <= x_app_arg;
    end
  end
  assign x = dout;
  assign x_app_arg = x_0;
  assign x_0 = result_0[32:25];
endmodule
module Machine_multiplex(an
                        ,v
                        ,result);
  input [1:0] an;
  input [15:0] v;
  output [13:0] result;
  wire [1:0] app_arg;
  wire [3:0] app_arg_0;
  wire signed [63:0] app_arg_1;
  wire [15:0] app_arg_2;
  wire [3:0] app_arg_3;
  wire [7:0] app_arg_4;
  wire [11:0] app_arg_5;
  assign app_arg = an + 2'b01;
  Machine_anode Machine_anode_app_arg_0
  (.result (app_arg_0),.ds (an));
  Machine_sh Machine_sh_app_arg_1
  (.result (app_arg_1),.ds (an));
  assign app_arg_2 = v >> app_arg_1;
  assign app_arg_3 = $unsigned(app_arg_2);
  Machine_nibbleToSeg Machine_nibbleToSeg_app_arg_4
  (.result (app_arg_4)
  ,.v (app_arg_3));
  assign app_arg_5 = {app_arg_0
                     ,app_arg_4};
  assign result = {app_arg
                  ,app_arg_5};
endmodule
module Machine_nibbleToSeg(v
                          ,result);
  input [3:0] v;
  output [7:0] result;
  reg [7:0] result_reg;
  always @(*) begin
    case(v)
      4'b0000 : result_reg = 8'b01000000;
      4'b0001 : result_reg = 8'b01111001;
      4'b0010 : result_reg = 8'b00100100;
      4'b0011 : result_reg = 8'b00110000;
      4'b0100 : result_reg = 8'b00011001;
      4'b0101 : result_reg = 8'b00010010;
      4'b0110 : result_reg = 8'b00000010;
      4'b0111 : result_reg = 8'b01111000;
      4'b1000 : result_reg = 8'b00000000;
      4'b1001 : result_reg = 8'b00010000;
      4'b1010 : result_reg = 8'b00001000;
      4'b1011 : result_reg = 8'b00000011;
      4'b1100 : result_reg = 8'b01000110;
      4'b1101 : result_reg = 8'b00100001;
      4'b1110 : result_reg = 8'b00000110;
      4'b1111 : result_reg = 8'b00001110;
      default : result_reg = {8 {1'bx}};
    endcase
  end
  assign result = result_reg;
endmodule
module Machine_sh(ds,result);
  input [1:0] ds;
  output signed [63:0] result;
  reg signed [63:0] result_reg;
  always @(*) begin
    case(ds)
      2'b00 : result_reg = 64'sd0;
      2'b01 : result_reg = 64'sd4;
      2'b10 : result_reg = 64'sd8;
      2'b11 : result_reg = 64'sd12;
      default : result_reg = {64 {1'bx}};
    endcase
  end
  assign result = result_reg;
endmodule
module Machine_topEntity(ds1
                        , 
                        system1000
                        , 
                        system1000_rstn
                        ,result);
  input [11:0] ds1;
  input system1000;
  input system1000_rstn;
  output [19:0] result;
  wire [7:0] x2;
  wire signed [63:0] wild3_app_arg;
  wire [16:0] y;
  wire [7:0] y_0;
  wire signed [63:0] wild3;
  wire [15:0] x1;
  wire signed [63:0] result_0;
  wire signed [63:0] wild_app_arg;
  wire [3:0] btn;
  wire [16:0] ds3;
  wire [7:0] x_case_alt;
  wire signed [63:0] x_case_alt_0;
  wire signed [63:0] wild;
  wire [11:0] tup1_app_arg;
  wire [7:0] x;
  wire [7:0] x_app_arg;
  wire signed [63:0] x_app_arg_0;
  wire [0:0] x_app_arg_1;
  wire signed [63:0] result_1;
  wire [24:0] tup1;
  wire [7:0] result_2;
  wire [7:0] ds2;
  wire [15:0] result_3;
  wire [7:0] y_1;
  wire [3:0] x_0;
  wire [11:0] tup;
  wire [7:0] sw;
  wire [7:0] app_arg;
  wire [3:0] app_arg_0;
  wire [19:0] result_4;
  assign result = result_4;
  assign x2 = x1[15:8];
  assign wild3_app_arg = $unsigned(x2);
  assign y = tup1[16:0];
  assign y_0 = x1[7:0];
  assign wild3 = $signed(wild3_app_arg);
  assign x1 = ds3[15:0];
  assign result_0 = wild3;
  assign wild_app_arg = $unsigned(ds2);
  assign btn = ds1[3:0];
  assign ds3 = y;
  assign x_case_alt = y_0;
  assign x_case_alt_0 = result_0;
  assign wild = $signed(wild_app_arg);
  assign tup1_app_arg = {sw,btn};
  assign x = tup1[24:17];
  reg [7:0] x_app_arg_reg;
  always @(*) begin
    case(ds3[16:16])
      1'b0 : x_app_arg_reg = {8 {1'bx}};
      default : x_app_arg_reg = x_case_alt;
    endcase
  end
  assign x_app_arg = x_app_arg_reg;
  reg signed [63:0] x_app_arg_0_reg;
  always @(*) begin
    case(ds3[16:16])
      1'b0 : x_app_arg_0_reg = {64 {1'bx}};
      default : x_app_arg_0_reg = x_case_alt_0;
    endcase
  end
  assign x_app_arg_0 = x_app_arg_0_reg;
  reg [0:0] x_app_arg_1_reg;
  always @(*) begin
    case(ds3[16:16])
      1'b0 : x_app_arg_1_reg = 1'b0;
      default : x_app_arg_1_reg = 1'b1;
    endcase
  end
  assign x_app_arg_1 = x_app_arg_1_reg;
  assign result_1 = wild;
  Machine_mealy_0 Machine_mealy_0_tup1
  (.result (tup1)
  ,.system1000 (system1000)
  ,.system1000_rstn (system1000_rstn)
  ,.w2 (tup1_app_arg));
  reg [7:0] RAM [0:256-1];
  reg [7:0] dout;
  reg [2047:0] ram_init;
  integer i;
  initial begin
    ram_init = ({256 {8'b00000000}});
    for (i=0; i < 256; i = i + 1) begin
      RAM[256-1-i] = ram_init[i*8+:8];
    end
  end
  always @(posedge system1000) begin : Machine_topEntity_blockRam
    if (x_app_arg_1) begin
      RAM[x_app_arg_0] <= x_app_arg;
    end
    dout <= RAM[result_1];
  end
  assign result_2 = dout;
  assign ds2 = x;
  assign result_3 = {ds2,result_2};
  assign y_1 = tup[7:0];
  assign x_0 = tup[11:8];
  Machine_mealy Machine_mealy_tup
  (.result (tup)
  ,.system1000 (system1000)
  ,.system1000_rstn (system1000_rstn)
  ,.w2 (result_3));
  assign sw = ds1[11:4];
  assign app_arg = y_1;
  assign app_arg_0 = x_0;
  assign result_4 = {app_arg_0
                    ,app_arg
                    ,sw};
endmodule
module sky(Sw
          ,Btn
          ,mclk
          ,an
          ,seg
          ,Led);
  input [7:0] Sw;
  input [3:0] Btn;
  input [0:0] mclk;
  output [3:0] an;
  output [7:0] seg;
  output [7:0] Led;
  wire system1000;
  wire clock_locked;
  wire system1000_rstn;
  wire [11:0] input_0;
  wire [19:0] output_0;
  clock clock_inst
  (.clksrc (mclk)
  ,.clk (system1000)
  ,.clklk (clock_locked));
  reg r1;
  reg r2;
  always @(posedge system1000 or negedge clock_locked)
  if (~ clock_locked) begin
    r1 <= 1'b0;
    r2 <= 1'b0;
  end else begin
    r1 <= 1'b1;
    r2 <= r1;
  end
  assign system1000_rstn = r2;
  assign input_0 = {Sw,Btn};
  Machine_topEntity Machine_topEntity_inst
  (.ds1 (input_0)
  ,.system1000 (system1000)
  ,.system1000_rstn (system1000_rstn)
  ,.result (output_0));
  assign an = output_0[19:16];
  assign seg = output_0[15:8];
  assign Led = output_0[7:0];
endmodule
==> Slide: Implementation Results <==
Physical Implementation Snapshot

Setup path
  • Critical path capture point type: output pin
  • Critical path fanouts, max: 59
  • Type of the worst setup path: input pin to output pin
  • WP data arrival: 31.41 ns
  • CP Launch Type: input pin
  • Worst EP required: 107.28 ns

Flow run
  • Number of maximum-capacitance constraint violations: 0
  • Tool warnings: 122

Synthesis
  • # Cells Yosys: 6131
  • Share of synthesized area occupied by flip-flops and latches: 75.1%
  • Register bit count reported by yosys: 2099
  • Post-synth top area share: 73.9%
  • Largest area contributor in the synthesized netlist: edfxtp_1
  • Prevailing post-synth register cell: edfxtp_1
  • Summed standard-cell area reported by yosys: 0.0832 mm^2
  • Mapped Avg Cell Area: 13.6 um^2
  • Top cells by area: edfxtp_1 (74%), nand2_1 (7.5%), nand3_1 (3.9%), mux2i_1 (2.6%), a32oi_1 (2.4%)
  • Synthesized instance count: 6131
  • Post-synth EDFFs: 2049
  • Distinct lib cells used: 79
  • Count of warnings emitted by yosys: 10
  • Area of the mapped netlist: 0.0832 mm^2
  • Asr flop ratio synth: 0%

Routing
  • Detailed-route wire length: 218 mm
  • Avg WL per Cell: 22.6 um
  • Count of nets left with antenna violations after detail routing: 0
  • Post-detailed-route via-to-cell ratio: 5.03
  • Violation count after the first detailed-routing iteration: 3370
  • Router iterations before antenna repair: 5
  • Detailed-route via count: 48509
  • Total DRC errors in the routed layout: 0

Clock network
  • Number of buffers added by the clock tree synthesis step: 5
  • CTS H-tree lvls: 2
  • TritonCTS clock tree: built
  • Late-Pin Clk Latency: 0.25 ns
  • Clock slew at the register clock pins of the worst setup and hold paths: 0.04 ns
  • CTS Root Cell: clkbuf_16
  • Count of buffers added by post-CTS timing repair for setup: 0
  • Resize count post-CTS: 0
  • Clock Path Buffers: 2
  • Hold Buf Count CTS: 0

GRT
  • Vias in the first global route: 48921
  • Initial antenna violation count: 4
  • Total gr overflow: 0
  • M1 GR Usage: 20.1%
  • Global-route usage over all layers: 16.5%
  • Global-route wire length before repair: 324 mm
  • Met3 Track Usage GR: 11.0%
  • Layer with the highest usage after global routing: met2
  • GRT met2 Usage: 24.8%
  • Maximum number of pins on one net before global-route repair: 232

Timing
  • Final Hold Vio Count: 0
  • Final worst-path setup slack: 75.87 ns
  • Highest attainable clock frequency: 0.0172 GHz
  • Total Negative Setup Slacks: 0 ns
  • Max Clock Skew: 0.000442 ns
  • Register pins left without a clock: 2066
  • Number of max-slew violations in the final report: 0
  • RSZ-0062 raised after global routing: false
  • Min cycle time layout: 58.23 ns
  • Endpoints left unconstrained: 4118
  • Pin slew with the least headroom to its limit: 1.35 ns
  • Relative max-transition margin: 9.46%
  • Setup violators final: 0
  • Tcrit/Tclk final: 43.4%

Cells and area
  • Number of fillers in the final layout: 26673
  • Combined flip-flop and latch cell area: 0.0625 mm^2
  • Share of post-route cells with drive strength above 1: 4.05%
  • Layout Area Growth over Synthesis: 5.49%
  • Number of standard cells in the final layout excluding fillers: 9639
  • Comb gate area: 0.0188 mm^2

Power
  • Worst vdd ir: 3.60 uV
  • Leakage Power: 27.6 nW
  • Cell Pwr Density: 1.18 mW/mm^2
  • Post-layout total power: 0.000104 W

Outcome
  • Run status: finished clean

Place
  • Number of I/O port buffers: 30
  • Final estimated routing congestion in global placement: 0.923
  • Total half-perimeter wirelength after legalization and detailed placement: 137 mm
  • # placed instances: 9629
  • Pre-CTS WS: 75.95 ns

Hold path
  • Classification of the worst-slack hold path: register to register

Die
  • Chip width: 529 um
  • IO Count: 33
  • Std cell rows: 193
  • Die outline area: 0.280 mm^2
  • Die Ht: 529 um
  • Pre-placement core utilization: 30.1%
  • Area of the core: 0.276 mm^2
[cell usage after synthesis, types with 4 or more instances]
cell type  count
a21oi_1       15
a311oi_1      20
a31oi_1       88
a32oi_1      232
and2_1         9
and3_1        60
buf_1         23
buf_2        252
buf_4         27
buf_6          5
clkbuf_1     100
dfxtp_1       50
edfxtp_1    2049
ha_1          14
inv_1         15
inv_2          6
mux2i_1      214
nand2_1     1674
nand3_1      646
nand4_1      161
nor2_1       296
nor2_2         4
nor2b_1        4
nor3_1        23
nor4_1        27
o21ai_0       11
or3_1          4
xnor2_1       17
xor2_1        13
[worst max-delay path, stage by stage]
cell             delay (ns)
clkdlybuf4s50_1        0.70
nor2b_1                0.15
o211ai_1               0.51
and2_4                 0.59
inv_6                  0.33
nor2_1                 0.19
nor3_1                 0.06
a21oi_1                0.63
inv_1                  0.21
ha_1                   0.28
mux2_1                 0.29
nand2_1                0.10
o21ai_1                0.10
clkdlybuf4s50_1        0.42
[final timing paths]
| path | startpoint | end | slack [ns] | cells past startpoint |
|---|---|---|---|---|
| worst min register to register | clock_inst.count[31]$_SDFF_PN0_ | clock_inst.count[31]$_SDFF_PN0_ | 0.47 | 1 |
| worst max register to register | clock_inst.count[3]$_SDFF_PN0_ | clock_inst.count[31]$_SDFF_PN0_ | 131.43 | 8 |
| worst min-delay path | clock_inst.count[31]$_SDFF_PN0_ | clock_inst.count[31]$_SDFF_PN0_ | 0.47 | 1 |
| worst max-delay path | Btn[3] | seg[6] | 75.87 | 14 |
[final cells by class]
type | instances | area share (%)
Clock buffer | 6 | 0.147
Sequential cell | 2099 | 71.2
Antenna cell | 2 | 0.00570
Multi-Input combinational cell | 3603 | 21.4
Inverter | 22 | 0.111
Timing Repair Buffer | 200 | 1.85
Tap cell | 3705 | 5.28
Clock inverter | 2 | 0.0114
[sequential cells by signal (all words and copies together) (netlist names)]
signal                                            count
clock_inst.clk                                        1
Machine_topEntity_inst.Machine_mealy_tup.dout         2
Machine_topEntity_inst.Machine_mealy_0_tup1.dout      8
Machine_topEntity_inst.dout                           8
clock_inst.count                                     32
Machine_topEntity_inst.RAM                         2048
[power by group]
part | switching (W) | internal (W)
sequential | 0 | 0.0000210
combinational | 0.0000552 | 0.0000185
clock | 0.00000258 | 0.00000670
[layout by cell type (no fill, tap or decap), types with 3 or more instances in the layout]
cell             synthesis  routed
mux4_2                   3       3
nand2_1               1674    1666
a311oi_1                20      20
nor3_1                  23      23
ha_1                    14      14
a32oi_1                232     232
nor2_1                 296     290
nor2b_1                  4       4
inv_1                   15      15
nand4_1                161     161
a21oi_1                 15      15
mux2i_1                214     214
nor4_1                  27      27
nand2_2                  1       9
inv_2                    6       4
clkdlybuf4s50_1          0      29
buf_12                   0       4
or4_1                    3       3
and2_4                   0       9
nor2_4                   0       5
a32o_1                   3       3
xnor2_1                 17      17
or3_1                    4       4
a31oi_1                 88      88
edfxtp_1              2049    2049
nand3_1                646     646
nor2_2                   4       5
clkbuf_16                0       5
xor2_1                  13      13
buf_4                   27     166
o21ai_0                 11      11
and3_1                  60      60
dfxtp_1                 50      50
a222oi_1                 3       3
[stage by stage]
step	hold slack (ns)	area, um^2	utilization, %
after floorplan	0.423	83200	-
after CTS	0.484	87800	31.8
after global placement	0.470	87700	31.7
after global routing	0.487	87800	31.8
after detailed placement	0.470	87700	31.7
final	0.473	87800	31.8
[routing by layer]
| layer | up-vias | part of all wire [%] |
|---|---|---|
| li1 | 22087 | - |
| met1 | 23783 | 37 |
| met2 | 2369 | 46 |
| met3 | 256 | 15 |
| met4 | 14 | 2.5 |
| met5 | - | 0.20 |
[cell families after synthesis]
logic type / count (synthesis) / share of synthesized area [%]
and+or+nand+nor: 2934 / 15.2
DFF: 2099 / 75.1
buffers and inverters: 429 / 2.48
AOI/OAI and AO/OA: 399 / 3.85
muxes: 219 / 2.68
xor gates and xnor gates: 36 / 0.454
adders and majority gates: 14 / 0.210
other: 1 / 0.00450
Power figures rest on the tool's default switching activity, not on a simulated workload.
